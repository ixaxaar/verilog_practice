==> ./run.sh <==
#!/bin/bash
# OpenROAD 26Q1-2900-gdf79404cd8, Yosys 0.63+post, stock flow scripts
make -C /OpenROAD-flow-scripts/flow DESIGN_CONFIG=/design/flow/config.mk WORK_HOME=/design/flow/orfs finish
==> ./config.mk <==
export PLATFORM = sky130hd
export DESIGN_NAME = demux_wire
export DESIGN_NICKNAME = demux_wire
export VERILOG_FILES = /design/flow/design.v
export SDC_FILE = /design/flow/constraint.sdc
export NUM_CORES = 4
export LEC_CHECK = 1
export CORE_AREA = 10 10 70 70
export DIE_AREA = 0 0 80 80
==> ./constraint.sdc <==
current_design demux_wire

set clk_period 1.0
set clk_io_pct 0.2

create_clock -name clk0 -period $clk_period

set non_clock_inputs [all_inputs -no_clocks]
set_input_delay [expr $clk_period * $clk_io_pct] -clock clk0 $non_clock_inputs
set_output_delay [expr $clk_period * $clk_io_pct] -clock clk0 [all_outputs]
==> ./design.v <==
module demux_reg #(
    parameter SEL_WIDTH = 2,
    parameter DATA_WIDTH = 8
)(
    input wire clk,
    input wire [SEL_WIDTH-1:0] sel,
    input wire [DATA_WIDTH-1:0] in,                          
    output reg [DATA_WIDTH*(2**SEL_WIDTH)-1:0] out       
);
    always @(posedge clk) begin
        out <= 0;
        out[DATA_WIDTH*sel +: DATA_WIDTH] <= in;
    end
endmodule
module demux_wire #(
    parameter SEL_WIDTH = 2,
    parameter DATA_WIDTH = 8
)(
    input wire [SEL_WIDTH-1:0] sel,
    input wire [DATA_WIDTH-1:0] in,                          
    output wire [DATA_WIDTH*(2**SEL_WIDTH)-1:0] out       
);
    reg [DATA_WIDTH*(2**SEL_WIDTH)-1:0] result_reg;
    always @(*) begin
        result_reg = 0;
        result_reg[DATA_WIDTH*sel +: DATA_WIDTH] = in;
    end
    assign out = result_reg;
endmodule
==> notes.md <==
Observations from the implementation run.

Outcome:
- The run finished, with violations left.
- The final reports fail on negative setup slack.

Route:
- The run puts the number of DRC markers after the initial detailed-route iteration at 8.
- The run gives the wire length per cell after detailed routing as 12.8 um.
- The run puts the routed via count at 599.
- For this run, the detailed router reports a per-instance via density of 3.70.
- The run gives the number of diodes as 0.
- The run puts the DRC violation count after routing at 0.
- The first detailed-routing pass ran for 4 iterations.
- The run gives the number of nets with antenna violations after routing as 0.
- In the post-route report, total wirelength is listed as 2070 um.

Critical path:
- The run puts the maximum fanout encountered on the critical timing path at 4.
- Among all stages on the critical path, the largest delay is contributed by and4bb_4.
- By instance count, the cell type seen most on the critical path is buf_6.
- The run puts the largest stage delay on the critical path at 330 ps.
- STA classifies the critical path endpoint as an output pin.
- For the worst setup path, the data required time is 800 ps.
- The run gives the element type at the critical path start as a primary input.
- The run puts the arrival time of data at the critical path endpoint at 1320 ps.
- For reference, the critical path cell chain is buf_8, inv_12, ha_4, and4bb_4, buf_6, buf_6, and2_4, buf_6.
- By startpoint and endpoint, the worst setup path is classified as primary input to output pin.

Power and ir drop:
- The run puts the fraction of power consumed by sequential logic at 0%.
- The run gives the cell area power density as 370 nW/um2.
- The run puts the largest vdd supply drop at 0.142 mV.
- The run gives the overall power after layout as 0.419 mW.
- Switching power as a fraction of the total was reported as 38.4%.
- The run puts the part of the power in combinational logic at 100.0%.
- The run gives the static leakage power as 0.575 nW.
- Cell internal power was estimated by the tool at 0.258 mW.
- The power report attributes to the clock group a share of 0%.
- The net switching power in the latest report is 0.161 mW.

Global routing:
- The run puts the number of global-route vias before repair at 558.
- The run puts the pin count of the biggest net entering global routing at 8.
- The run puts the met3 track demand over resource at 1.25%.
- The run gives the global-route wire length before repair as 3080 um.
- The total overflow left after global routing is 0.
- The layer flagged by global routing as most heavily used is met2.
- The run gives the global-route track usage on met1 as 7.25%.
- The global routing report lists met2 layer usage as 10.3%.
- The run gives the number of antenna violations at the first check in global routing as 0.
- The run puts the global-route total usage across every layer at 5.75%.

Die:
- The floorplan step defined a die boundary enclosing 6400 um2.
- The run gives the number of rows created at floorplan as 21.
- The run puts the floorplan-stage core utilization at 9.01%.
- The run puts the number of top-level pins at 42.
- The run puts the die boundary height at 80 um.
- The run puts the die width at 80 um.
- The run gives the area of the core region as 3420 um2.

STA:
- Setup repair after global routing could not meet its margin everywhere.
- The run puts the worst-case setup margin in the final layout at -516 ps.
- The run gives the setup-violating endpoint count in the final report as 32.
- The final timing report lists a max-slew violation count of 0.
- In the finished design, the share of the clock period the worst path needs comes to 152%.
- The run gives the transition time at the pin with the least slew margin as 160 ps.
- The run gives the hold violation count in the final report as 0.
- Across all checked pins, the minimum headroom to the slew limit is 89.3%.
- The run gives the maximum frequency from static timing analysis as 660 MHz.
- The run puts the minimum period implied by the final worst setup slack at 1520 ps.

Yosys:
- The run gives the number of distinct standard cells referenced by the synthesized netlist as 14.
- The mapped netlist covers 308 um2.
- The run gives the cell total in the yosys stat output as 49.
- Sequential elements use 0% of the synthesized area.
- The run puts the number of instances in the synthesized netlist at 49.
- The run puts the mean post-synth cell area at 6.28 um2.
- The run gives the tally of yosys warning messages as 1.
- The run gives the yosys-reported design area after synthesis as 308 um2.

Cells and area:
- The design has 0 sequential cells.
- The flow measured a signed area growth from synthesis to layout of 267%.
- The layout summary lists the proportion of cells stronger than drive strength 1 as 88.8%.
- Among logic cells in the layout, the one with the most instances is buf_2.
- Leaving out fill and tap cells, the most frequent cells in the layout are 26 x buf_2, 24 x buf_6, 9 x nor2_2.
- After layout, the clock buffer instance count stands at 0.
- The finished cells cover 1130 um2.
- Registers take 0 um2.
- Cells fill 33.1% of the core in the end.

Place:
- Detailed placement reports a standard cell area of 876 um2.
- The run puts the weighted congestion reported at the end of routability-driven placement at 0.723.
- The run puts the worst slack at placement at -1280 ps.
- Detailed placement ended at an HPWL of 1530 um.
- The run gives the count of buffers from port buffering as 42.

CTS:
- After clock tree synthesis, the flow added hold-fix buffers numbering 0.

Job:
- The run puts the number of warnings in the stage logs at 36.
- The run puts the total of max-cap violations at 0.

Hold path:
- STA reports the tightest min-delay check as being of type primary input to output pin.
## timing repair
action                                 4_1_cts  5_1_grt
endpoints found under the hold margin        0        0
setup buffers                               19        4
resized                                    151       29
setup endpoints to repair                   32       32
pin swaps                                   36       11
## through the flow
stage / instances / setup TNS (ps) / hold slack, ps
after floorplan: 49 / -2040 / 477
after global placement: 141 / -39300 / 1370
after detailed placement: 141 / -39630 / 1370
after CTS: 160 / -15570 / 805
after global routing: 162 / -14730 / 737
final: 162 / -13220 / 719
## metal layers
metal / part of all wire, % / wire length [um] / up-vias
li1: - / - / 296
met5: 0 / 0 / -
met2: 49 / 1020 / 17
met3: 7.9 / 164 / 0
met4: 0 / 0 / 0
met1: 43 / 886 / 286
## cells in the mapped netlist
library cell,n,area (um2)
nand2b_1,2,12.5
nor3b_1,6,45.0
and3_1,3,18.8
or3b_4,3,33.8
nor2_1,16,60.1
inv_1,2,7.51
nand2_1,1,3.75
clkbuf_1,1,3.75
and4bb_2,1,12.5
ha_1,2,25.0
and2_1,8,50.1
buf_6,1,11.3
or3b_2,2,17.5
nor2b_1,1,6.26
## area by class of cell
| type | count | area, um2 |
|---|---|---|
| Multi-Input combinational cell | 45 | 454 |
| Inverter | 2 | 27.5 |
| Fill cell | 346 | 2280 |
| Tap cell | 46 | 57.6 |
| Timing Repair Buffer | 69 | 592 |
## final timing paths
kind / start / endpoint / slack (ps) / cells past startpoint
setup / recovery: sel[1] / out[3] / -520 / 8
hold / removal: in[3] / out[3] / 720 / 3
## logic make-up after synthesis
kind of cell	after synthesis	synth area share (%)
simple gates	43	84.6
buf+inv	4	7.32
fa+ha+maj	2	8.13
## worst max-delay path: cells and delay by family
kind / cells / cell delay (ps)
adders and majority gates: 1 / 240
buffers and inverters: 5 / 410
and+or+nand+nor: 2 / 460
## power by group through the flow
stage,combinational [mW],clock (mW),sequential (mW)
CTS,0.378,0,0
global route,0.450,0,0
finish,0.419,0,0
Power and IR drop assume default switching activity.
