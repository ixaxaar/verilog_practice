===== flow/run.sh =====
#!/bin/bash
# OpenROAD 26Q1-2900-gdf79404cd8, Yosys 0.63+post, stock flow scripts
make -C /OpenROAD-flow-scripts/flow DESIGN_CONFIG=/design/flow/config.mk WORK_HOME=/design/flow/orfs finish

===== flow/config.mk =====
export PLATFORM = sky130hd
export DESIGN_NAME = alu_wire
export DESIGN_NICKNAME = alu_wire
export VERILOG_FILES = /design/flow/design.v
export SDC_FILE = /design/flow/constraint.sdc
export NUM_CORES = 4
export LEC_CHECK = 1
export CORE_UTILIZATION = 40

===== flow/constraint.sdc =====
current_design alu_wire

set clk_period 24.7
set clk_io_pct 0.2

create_clock -name clk0 -period $clk_period [get_ports {clk}]

set non_clock_inputs [all_inputs -no_clocks]
set_input_delay [expr $clk_period * $clk_io_pct] -clock clk0 $non_clock_inputs
set_output_delay [expr $clk_period * $clk_io_pct] -clock clk0 [all_outputs]

===== flow/design.v =====
module alu_reg #(
    parameter DATA_WIDTH = 8   
)(
    input wire clk,                           
    input wire [DATA_WIDTH-1:0] a,            
    input wire [DATA_WIDTH-1:0] b,            
    input wire [1:0] op,                      
    output reg [2*DATA_WIDTH-1:0] result      
);
    always @(posedge clk) begin
        case (op)
            2'b00: result <= a + b;    
            2'b01: result <= a - b;    
            2'b10: result <= a * b;    
            2'b11: result <= a / b;    
            default: result <= {2*DATA_WIDTH{1'b0}};
        endcase
    end
endmodule
module alu_wire #(
    parameter DATA_WIDTH = 8   
)(
    input wire clk,                           
    input wire [DATA_WIDTH-1:0] a,            
    input wire [DATA_WIDTH-1:0] b,            
    input wire [1:0] op,                      
    output wire [2*DATA_WIDTH-1:0] result     
);
    reg [2*DATA_WIDTH-1:0] result_reg;
    always @(posedge clk) begin
        case (op)
            2'b00: result_reg <= a + b;    
            2'b01: result_reg <= a - b;    
            2'b10: result_reg <= a * b;    
            2'b11: result_reg <= a / b;    
            default: result_reg <= {2*DATA_WIDTH{1'b0}};
        endcase
    end
    assign result = result_reg;
endmodule

==> reports/qor.txt <==
tool warnings: 39
Die H: 146 um
first-pass GRT wire length: 45.7 mm
worst hold stages: 7
initial drt markers: 455
Worst setup SP type: input port
Overflow after GRT: 0
CTS root buf: clkbuf_16
failing checks: setup timing
TritonCTS Buffers: 3
Synth Warn #: 1
Yosys cell types: 86
largest net degree at the start of global routing: 21
non-filler cells, final: 1824
row count: 52
crit-path max cell delay: 0.51 ns
register clock-pin slew on the reported worst setup and hold paths: 0.06 ns
status: complete, but fails checks
CTS Sinks: 16
Final WS setup: -4.88 ns
Ports: 35
CTS tree: built
fin crit period: 29.58 ns
Post-Route WL: 27.6 mm
Req. time, crit path: 24.84 ns
post-synthesis cell count: 1094
flip-flops with a built-in enable: 0
core area: 20300 um2
Worst Max-Slew Pin Slew: 0.629 ns
GRT Overall Usage: 0.266
area post-placement: 11700 um2
share of layout cells above drive strength 1: 0.408
max FFs per register: 16
Setup violations, final: 3
largest buffer count on any clock path: 2
Hold Vio Cnt, Final: 0
vias in the first global route: 9451
Final period util: 1.20
Top cells by area: ha_1 23%, fa_1 9.1%, nor2_1 4.6%, a21oi_1 4.4%, inv_1 4.2%
Post-route DRC: 0
cell mode on critical path: o21a_1
Port-buffer cells: 34
DRT antenna net count: 0
RSZ-0062 raised after global routing: yes
routability cong.: 0.921
Design Area, Final: 13200 um2
Top cells excl fill/tap: 432 x buf_4, 133 x ha_1, 90 x inv_1, 90 x nor2_1, 88 x nand2_1
register area share after synthesis: 0.0385
initial antenna violation count: 0
fraction of registers with async set/reset: 0
Critical Path AT: 29.72 ns
area grow syn2layout: 59.1%
cell area after synthesis: 8320 um2
Yosys top cell by area: ha_1
DR vias: 9637
Slew Limit Headroom: 0.579
chip width: 146 um
Yosys top cell area share: 0.232
DR pass1 iterations: 5
fin util: 0.652
fmax: 33.8 MHz
Crit Path Class: in -> reg
YS chip area: 8320 um2
most used logic cell in the final layout: buf_4
Post-Place Cells: 1693
wire per inst: 15.1 um
crit path max-delay cell type: or4_4
# Cells Yosys: 1094
max_cap viols: 0
die area: 21400 um2
placed wire-length estimate: 20.8 mm
DP Worst Slack: -5.82 ns
Yosys reg bits: 16
H-tree depth: 1
worst-path fanout max: 6
n_diodes: 0
HP Class: in -> reg
crit path capture type: flip-flop
Pre-Place Util: 0.410
syn avg cell area: 7.61 um2
Synth Flop Type: dfxtp_1
Max Slew Vio Count: 0
via/cell ratio: 5.28
[worst max-delay path: cells and delay by family]
| family | cells | cell delay [ns] |
|---|---|---|
| compound gates | 63 | 10.11 |
| simple gates | 37 | 6.75 |
| fa+ha+maj | 14 | 3.55 |
| buf+inv | 20 | 2.51 |
| mux | 7 | 1.85 |
[cell families after synthesis]
group | count (synthesis) | synth area share
flip-flops | 16 | 0.0385
multiplexers | 46 | 0.0662
AND-OR/OR-AND | 290 | 0.238
AND/OR/NAND/NOR | 372 | 0.218
buffers and inverters | 122 | 0.0574
adder cells (fa/ha/maj) | 192 | 0.323
other | 1 | 0.000451
XOR/XNOR | 55 | 0.0579
[routing by layer]
| metal | vias up | global-route usage | wire (um) |
|---|---|---|---|
| met1 | 4494 | 0.382 | 13100 |
| met3 | 42 | 0.0357 | 1480 |
| met4 | 0 | 0.0458 | 580 |
| met2 | 210 | 0.437 | 12400 |
| li1 | 4891 | - | - |
| met5 | - | 0 | 0 |
[synthesized netlist by cell type (all sizes together) (6+ instances only)]
cell and n:
o22ai 12, or4 7, and2 16, ha 154, xor2 20, o21bai 9, mux2i 13, o21ai 48
a21oi 74, a211o 6, a21o 18, or2 12, or3 12, fa 38, nand2b 11, nor4 9
dfxtp 16, mux2 29, xnor2 35, nor2 103, inv 94, a211oi 8, o211ai 11, nand2 93
nand3 25, o31ai 20, o21a 40, clkbuf 22, nor2b 9, nor3 51
[layout make-up]
cell class                 count  area, um2
fill                        1622       7060
clock buffer                   4       88.8
inverter                      95        360
timing repair buffer         476       3680
sequential                    16        320
tap                          270        338
multi-input combinational    963       8460
[final timing paths]
kind              from             end  slack (ns)
setup / recovery  b[4]   result_reg[0]       -4.88
hold / removal    b[4]  result_reg[14]        5.45
[through the flow]
stage	setup TNS [ns]	hold slack, ns
6_report	-9.90	5.45
5_1_grt	-13.43	5.47
4_1_cts	-9.17	5.45
3_5_place_dp	-12.23	5.60
3_3_place_gp	-11.30	5.60
2_1_floorplan	-11.05	5.20
[repair_timing]
| item | 4_1_cts | 5_1_grt |
|---|---|---|
| resized | 78 | 47 |
| pin swaps | 91 | 53 |
| setup buffers | 103 | 25 |
| endpoints found under the setup margin | 3 | 4 |
| hold buffers | 0 | 0 |
